File: flow/config.mk
export PLATFORM = sky130hd
export DESIGN_NAME = counter
export DESIGN_NICKNAME = counter
export VERILOG_FILES = /design/flow/design.v
export SDC_FILE = /design/flow/constraint.sdc
export NUM_CORES = 4
export LEC_CHECK = 1
export CORE_AREA = 10 10 70 70
export DIE_AREA = 0 0 80 80
export SYNTH_HDL_FRONTEND = slang
File: flow/constraint.sdc
current_design counter

set clk_period 1.3
set clk_io_pct 0.2

create_clock -name clk0 -period $clk_period [get_ports {clk}]

set non_clock_inputs [all_inputs -no_clocks]
set_input_delay [expr $clk_period * $clk_io_pct] -clock clk0 $non_clock_inputs
set_output_delay [expr $clk_period * $clk_io_pct] -clock clk0 [all_outputs]
File: flow/design.v
module counter ( clk,q); 
    input clk; 
    output reg [7:0] q;  
    initial begin
        q = 8'b0;
    end
    always @(posedge clk ) 
    begin
        q = q+5;  
    end
endmodule
File: flow/run.sh
#!/bin/bash
# OpenROAD 26Q1-2900-gdf79404cd8, Yosys 0.63+post, stock flow scripts
make -C /OpenROAD-flow-scripts/flow DESIGN_CONFIG=/design/flow/config.mk WORK_HOME=/design/flow/orfs finish
==> results.txt <==
run results: worst-margin pin slew=0.257 ns, Fin Setup TNS=0 ns, die area=6400 um2, Core Util at FP=7.99%, fin crit period=1.18 ns, ant diodes=0, Min-Delay Startpoint=q[0], Final Hold Viols=0, Fmax achieved=847 MHz, clock latency on the worst-skew pair=0.25 ns, most instantiated logic cells after routing=buf_4, dfxtp_2, dlygate4sd2_1, xnor2_1, Data required, critical path=1.47 ns, CTS tree=done, initial antenna violation count=0, XOR/XNOR Area Share=19.3%, count of buffers from port buffering=8, Synth cell types=11, Worst setup SP type=flop, Longest Clk Path Bufs=2, RSZ-0062 raised after global routing=no, final WL=679 um, DRT Pass-1 Iters=2, Basic Gates by Area=7.80%, dpl ws=0.160 ns, Final Util=15.0%, Syn Std Cell Area=273 um2, Mapped Avg Cell Area=11.9 um2, ys flops=8, max reg flops=8, final period utilization=90.8%, hpwl dp=516 um, Top cells by area=dfxtp_1, xnor2_1, xor2_1, Worst setup startpoint=q[0], Area leader share=58.7%, Dominant comb cell=XOR/XNOR gates, total power=430 uW, setup slack after layout=0.120 ns, gr usage total=2.35%, first-pass GRT wire length=1110 um, Root Buffer Master=clkbuf_4, drt drc=0, Seq share, synth=58.7%, MUX area fraction=0%, layout cells sized above 1=51.2%, tool warning count=25, Pwr Density=840 nW/um2, Synth area leader=dfxtp_1, Reg clk slew, reported paths=0.05 ns, VDD IR max=0.479 mV, fin. max-slew vios=0, Finished Layout Cells=89, die height=80 um, critical path fanouts, max=3, worst reg2reg path startpoint=q[0], synthesis-to-finish area growth=87.6%, post-synthesis instance total=23, Core Rows=21, CORE AREA=3420 um2, Die W=80 um, critical path arrival=1.35 ns, flop-to-flop setup slack=0.12 ns, max_cap viols=0, global route overflow=0, via count=226, DP Cell Count=79, Rel. slew slack=82.9%, gpl congestion=0.686, largest net degree at the start of global routing=5, synth warn=0, vias in the first global route=226, number of DRC markers in iteration 0=18, yosys cell count=23, H-tree depth=1, Synth Area in Adders=4.59%, Worst Skew=0.00182 ns, Setup violations, final=0, status=completed, total CTS buffers=3, Complex Gates by Area=8.26%, most instantiated logic cell after routing=buf_4, P_leak=0.000276 uW, Worst Path Class, Setup=reg2reg, CTS sink count=8, via/cell ratio=2.54, endpoint type of the worst setup path=flop, I/O pin total=9, Final ANT Viol Nets=0, hold crit path type=reg2reg, DR WL/cell=7.63 um, yosys stat chip area=273 um2
critical path: stages (launching register included):
cell       delay [ns]
dfxtp_2          0.31
buf_4            0.14
ha_1             0.24
o2111ai_1        0.27
xnor2_1          0.15
cell families after synthesis:
logic type                 count (synthesis)
xor gates and xnor gates                   6
AOI/OAI and AO/OA                          3
adders and majority gates                  1
DFF                                        8
and+or+nand+nor                            4
buffers and inverters                      1
where the power goes:
group          switching, uW  internal (uW)  leakage [uW]
registers                  0            245     0.0000685
clock network           79.5            105     0.0000138
logic                      0              0      0.000193
per-stage QoR:
step,hold slack (ns),cell area [um2]
3_5_place_dp,0.412,425
4_1_cts,0.500,497
2_1_floorplan,0.384,273
5_1_grt,0.530,512
3_3_place_gp,0.402,425
6_report,0.501,512
cell type report:
class	instances	area (um2)
Multi-Input combinational cell	14	109
Tap cell	46	57.6
Sequential cell	8	170
Fill cell	389	2900
Clock buffer	3	22.5
Timing Repair Buffer	17	149
Inverter	1	3.75
final timing paths:
kind / depth (start not counted) / endpoint
max: 4 / q[6]
min: 2 / q[0]
max reg2reg: 4 / q[6]
min reg2reg: 2 / q[0]
Yosys cell counts, drive strengths merged:
cell     n
nand2    2
inv      1
dfxtp    8
ha       1
o21ai    1
nor2     1
a21oi    1
xor2     2
o2111ai  1
xnor2    4
nor3     1
metal layers:
metal,track usage (%),vias up,share of wire [%]
met3,2.73,0,18
met4,0.176,0,0
met5,0,-,0
met2,1.93,13,22
li1,-,116,-
met1,3.51,97,60
what timing repair did:
action,4_1_cts,5_1_grt
cloned,0,0
endpoints found under the setup margin,8,3
pin swaps,0,0
buffers inserted,6,1
gates resized,13,3
hold buffers,0,0
endpoints found under the hold margin,0,0
Power and IR drop assume default switching activity.

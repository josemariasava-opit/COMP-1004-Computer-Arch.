File: ./design.v
module add_subtract (
    input [3:0] a,  
    input [3:0] b,
    input op,  
    output reg [7:0] result  
);
always @(*) begin
    if(op)
        result = a+b; 
    else 
        result = a-b;
end
endmodule
File: ./run.sh
#!/bin/bash
# OpenROAD 26Q1-2900-gdf79404cd8, Yosys 0.63+post, stock flow scripts
make -C /OpenROAD-flow-scripts/flow DESIGN_CONFIG=/design/flow/config.mk WORK_HOME=/design/flow/orfs finish
File: ./config.mk
export PLATFORM = sky130hd
export DESIGN_NAME = add_subtract
export DESIGN_NICKNAME = add_subtract
export VERILOG_FILES = /design/flow/design.v
export SDC_FILE = /design/flow/constraint.sdc
export NUM_CORES = 4
export LEC_CHECK = 1
export CORE_AREA = 10 10 70 70
export DIE_AREA = 0 0 80 80
export SYNTH_HDL_FRONTEND = slang
File: ./constraint.sdc
current_design add_subtract

set clk_period 2.4
set clk_io_pct 0.2

create_clock -name clk0 -period $clk_period

set non_clock_inputs [all_inputs -no_clocks]
set_input_delay [expr $clk_period * $clk_io_pct] -clock clk0 $non_clock_inputs
set_output_delay [expr $clk_period * $clk_io_pct] -clock clk0 [all_outputs]
==> results.sh <==
# flow metrics
export IMPL_drive_gt1_share_pct=58.06
export IMPL_totalWireLength_um=920
export IMPL_crit_start="a[0]"
export IMPL_required_ns=1.92
export IMPL_synth_cell_type_count=18
export IMPL_nFlopsAndLatches=0
export IMPL_pwr_share_comb_pct=100.0
export IMPL_clockBufferCount=0
export IMPL_worstPathArrival_ns=1.80
export IMPL_dpl_cell_area_sq_um=584.3
export IMPL_syn2layout_area_growth_pct=97.67
export IMPL_final_max_slew_viol_count=0
export IMPL_max_stage_delay_ns=0.33
export IMPL_yosys_warnings=0
export IMPL_portBuffers=17
export IMPL_antenna_cells=0
export IMPL_yosys_area_top_type="ha_1"
export IMPL_grt_total_usage_pct=3.056
export IMPL_final_area_sq_um=638.1
export IMPL_drc_errors=0
export IMPL_ys_seq_share_pct=0
export IMPL_hold_buffers=0
export IMPL_drt_iter0_markers=1
export IMPL_grt_pass1_wl_um=1690
export IMPL_syn_inst=38
export IMPL_max_freq_mhz=439.4
export IMPL_path_cells="buf_6 > inv_4 > ha_4 > inv_2 > fa_2 > a21o_1 > a211oi_2 > buf_4 > buf_2"
export IMPL_fp_util_pct=9.451
export IMPL_via_per_inst=3.130
export IMPL_cap_viol_max_count=0
export IMPL_warnings=36
export IMPL_die_area_sq_mm=0.006400
export IMPL_worst_setup_path_end_kind="output port"
export IMPL_preCtsSetupSlack_ns=-0.7555
export IMPL_hold_violations=0
export IMPL_finalPower_mw=0.1221
export IMPL_ys_top_cells_by_area="ha_1, fa_1, inv_1, xnor2_1, o311ai_2"
export IMPL_p_seq_share_pct=0
export IMPL_grt_max_degree=8
export IMPL_clkPwrFrac_pct=0
export IMPL_ant_nets=0
export IMPL_crit_end="result[6]"
export IMPL_via_count=338
export IMPL_syn_cell_area_sq_um=322.8
export IMPL_ioPinCount=17
export IMPL_dr_pass1_iters=2
export IMPL_synthTopCellsByCount="ha_1, inv_1"
export IMPL_num_rows=21
export IMPL_seq_area_sq_um=0
export IMPL_syn_avg_cell_area_sq_um=8.495
export IMPL_switching_share_pct=38.58
export IMPL_crit_type="input pin to output port"
export IMPL_die_w_um=80
export IMPL_synth_top_area_share_pct=31.01
export IMPL_cellPowerDensity_mw_per_mm2=191.4
export IMPL_layout_setup_ws_ns=0.1243
export IMPL_grt_pass1_vias=400
export IMPL_gp_congestion=0.6894
export IMPL_wire_per_inst_um=8.519
export IMPL_slew_headroom_pct=78.09
export IMPL_rsz0062_at_grt="false"
export IMPL_worst_slew_pin_slew_ns=0.3286
export IMPL_n_fill_cell=385
export IMPL_grt_antenna_before_repair=0
export IMPL_crit_fanout=3
export IMPL_static_leakage_power_nw=0.2951
export IMPL_yosys_stat_area_sq_um=322.8
export IMPL_die_h_um=80
export IMPL_setup_viol=0
export IMPL_core_area_sq_mm=0.003416
export IMPL_startpoint_type="input pin"
export IMPL_p_switching_mw=0.04712
export IMPL_cpMaxStageDelayCell="fa_2"
export IMPL_hp_class="input pin to output port"
export IMPL_ys_cells=38
export IMPL_irDropWorstVdd_mv=0.07350
export IMPL_post_route_period_util_pct=94.82
export IMPL_grt_overflow=0
export IMPL_period_needed_ns=2.276
export IMPL_p_int_mw=0.07499
export IMPL_place_hpwl_um=751.6
export IMPL_status="complete, no violations"
-- critical path: cells and delay by family --
family                   cells  cell delay, ns
AND-OR/OR-AND                2            0.43
buffers and inverters        5            0.43
adder cells (fa/ha/maj)      2            0.46
-- power groups by stage --
stage                 clock, mW  combinational [mW]  sequential, mW
after global routing          0               0.138               0
after CTS                     0               0.129               0
final                         0               0.122               0
-- worst min-delay path by stage --
stage	from	endpoint	slack, ns	depth (start not counted)
4_1_cts	a[1]	result[1]	1.61	4
5_1_grt	op	result[4]	1.63	3
6_report	op	result[4]	1.58	3
-- cells in the final DEF, fill, tap and decap left out --
cell / n
inv_2: 4
ha_4: 4
clkbuf_2: 3
inv_4: 1
inv_1: 4
clkdlybuf4s50_1: 3
buf_2: 4
nor3_1: 1
dlygate4sd2_1: 5
o311ai_2: 1
nor3_2: 1
o21ai_1: 1
nand2_1: 1
fa_2: 2
o21bai_1: 1
a21oi_1: 1
ha_1: 4
a21o_1: 2
buf_6: 4
o21ai_0: 1
mux2_4: 1
a21oi_2: 2
xnor2_1: 2
buf_4: 8
a211oi_2: 1
-- cell families (layout without fill, tap and decap cells) --
group / count (synthesis) / in the layout / synth area share (%)
fa+ha+maj: 10 / 10 / 43.41
simple gates: 3 / 3 / 4.263
xor+xnor: 2 / 2 / 5.427
buf+inv: 12 / 36 / 18.60
compound gates: 10 / 10 / 24.80
mux: 1 / 1 / 3.488
-- cell type report --
type / instances / area (sq um) / area share (%)
Inverter: 9 / 36.28 / 5.686
Multi-Input combinational cell: 26 / 330.3 / 51.76
Timing Repair Buffer: 27 / 214.0 / 33.53
Tap cell: 46 / 57.56 / 9.020
-- repair_timing --
action / CTS / global route
pin swaps: 8 / 4
buffers inserted: 3 / 0
gates resized: 52 / 5
endpoints found under the setup margin: 7 / 4
-- per-stage QoR --
step / hold slack (ns) / utilization (%) / TNS (ns) / instances
4_1_cts: 1.607 / 19.38 / 0 / 109
5_1_grt: 1.627 / 18.68 / 0 / 108
6_report: 1.580 / 18.68 / 0 / 108
3_5_place_dp: 2.005 / 17.11 / -4.400 / 106
3_3_place_gp: 2.002 / 17.11 / -4.358 / 106
2_1_floorplan: 1.071 / - / 0 / 38
-- metal layers --
layer  global-route usage [%]  wire [um]  up-vias  share of wire, %
met5                        0          0        -                 0
met4                        0          0        0                 0
met3                    1.364         97        0                11
met2                    4.013        328       14                36
met1                    4.648        493      154                54
li1                         -          -      170                 -
Power is estimated from default activity; no workload was simulated.
